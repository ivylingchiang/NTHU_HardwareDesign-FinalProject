**design/flow/design.v**
```verilog
module counter #(
    parameter timeLength = 1 
)(
    input wire en,
    input wire clk,
    output reg finish
);
    reg [25:0] cnt;
    always@(posedge clk)begin
        if(!en)begin
            cnt <= 0;
            finish <= 0;
        end
        else begin
            if(cnt < 10_000_000 * timeLength - 1)begin
                cnt <= cnt + 1;
            end
            else begin
                cnt <= 0;
                finish <= 1;
            end
        end
    end
endmodule
```
**design/flow/run.sh**
```bash
#!/bin/bash
# OpenROAD 26Q1-2900-gdf79404cd8, Yosys 0.63+post, stock flow scripts
make -C /OpenROAD-flow-scripts/flow DESIGN_CONFIG=/design/flow/config.mk WORK_HOME=/design/flow/orfs finish
```
**design/flow/config.mk**
```make
export PLATFORM = sky130hd
export DESIGN_NAME = counter
export DESIGN_NICKNAME = counter
export VERILOG_FILES = /design/flow/design.v
export SDC_FILE = /design/flow/constraint.sdc
export NUM_CORES = 4
export LEC_CHECK = 1
export CORE_AREA = 10 10 87 87
export DIE_AREA = 0 0 97 97
```
**design/flow/constraint.sdc**
```tcl
current_design counter

set clk_period 2.8
set clk_io_pct 0.2

create_clock -name clk0 -period $clk_period [get_ports {clk}]

set non_clock_inputs [all_inputs -no_clocks]
set_input_delay [expr $clk_period * $clk_io_pct] -clock clk0 $non_clock_inputs
set_output_delay [expr $clk_period * $clk_io_pct] -clock clk0 [all_outputs]
```
==> results.json <==
{
  "ys_sh_mux_pct": 0,
  "ys_warn_count": 1,
  "grt_pass1_vias": 1068,
  "num_vias": 1124,
  "rr_startpoint": "cnt[5]",
  "grtUsageMet3_pct": 0.8596,
  "route.detailed.drc": 0,
  "crit_start": "cnt[5]",
  "use_met1_pct": 8.933,
  "xor_share_pct": 9.167,
  "first_iter_violations": 72,
  "crit_path_max_fanout": 9,
  "path_buffers": 0,
  "yosys-top-cells-area": "dfxtp_1, nor4_1, a2111oi_0, xor2_1, xnor2_1",
  "max_slew_margin_pct": 51.41,
  "fa_ha_area_share_pct": 0.9355,
  "wire_per_inst_um": 12.90,
  "io_buffers": 2,
  "hold_path.class": "reg -> reg",
  "dieArea_sq_um": 9409,
  "hold_path_depth": 1,
  "netlist.area_leader.share_pct": 40.41,
  "clock.fmax_mhz": 468.5,
  "synth_area_sq_um": 1338,
  "grt_max_degree": 26,
  "top_area_cell": "dfxtp_1",
  "die_w_um": 97,
  "postCtsHoldBufs": 0,
  "ir_drop_uv": 231.0,
  "reg2reg_depth": 4,
  "avgSynthCellArea_sq_um": 9.161,
  "edf_count": 0,
  "fp_util_pct": 23.71,
  "crit_slowest_cell": "or3_1",
  "ys_sh_simple_pct": 32.93,
  "num_rows": 27,
  "gp_congestion": 0.8810,
  "period_needed_ns": 2.134,
  "cts_tree": "built",
  "setup_viol": 0,
  "worst_path_largest_cell_delay_ns": 0.51,
  "status": "finished, final reports clean",
  "grt_usage_pct": 5.991,
  "crit_path_end_kind": "flip-flop",
  "maxCapViolCount": 0,
  "warnings": 25,
  "ant_nets": 0,
  "ys_ff": 27,
  "worstSetupPathType": "reg -> reg",
  "dr.pass1.iters": 4,
  "wl_mm": 2.838,
  "drive_above_1_share_pct": 8.108,
  "leakage_uw": 0.0003876,
  "overflow": 0,
  "crit_family": "simple AND/OR/NAND/NOR gates",
  "busiest_layer": "met2",
  "synthArstFlopShare_pct": 0,
  "cp-start-kind": "flip-flop",
  "comb_area_sq_um": 754.5,
  "path_depth": 4,
  "most_common_cell": "dfxtp_1",
  "cp.arrival_ns": 2.29,
  "post-route-period-util_pct": 76.23,
  "setup_tns_ns": 0,
  "cts_made_buffers": 3,
  "logic_family": "simple AND/OR/NAND/NOR gates",
  "power-per-cell-area_nw_per_um2": 425.9,
  "timing.final.hold_violations": 0,
  "top_cells_by_count": "dfxtp_1, nor4_1, a2111oi_0, nand2_1, xor2_1",
  "die_h_um": 97,
  "clock-root-buffer": "clkbuf_8",
  "drv_slew": 0,
  "ctsResizeCount": 0,
  "grt_pass1_wl_mm": 5.133,
  "fillers": 597,
  "clk_path_buf_depth": 2,
  "met2_usage_pct": 9.100,
  "area_delta_synth_final_pct": 11.23,
  "diodes": 0,
  "seq_area_sq_um": 540.5,
  "synth_chip_area_sq_um": 1338,
  "ys.flop_type": "dfxtp_1",
  "synth.distinct_cells": 35,
  "setup_ws_ns": 0.6656,
  "syn_inst": 146,
  "post_cts_buffers": 0,
  "vias_per_cell": 5.109,
  "path_cells": "nand4_1, or3_1, or4b_1, a2111oi_1",
  "crit_required_ns": 2.96,
  "cts_sinks": 27,
  "hpwl_mm": 1.967,
  "synth_stat.cells": 146,
  "finClkSkew_ns": 0.004076,
  "core_sq_um": 5642,
  "pre_cts_slack_ns": 0.7135,
  "clkSlewWorstSetupHoldPaths_ns": 0.09,
  "clk_latency_ns": 0.27,
  "ys_seq_share_pct": 40.41,
  "min_from": "finish",
  "grt_setup_unrepaired": "false",
  "io-pin-count": 3,
  "antenna_found_initial": 0,
  "synthAoiAreaFrac_pct": 12.35,
  "max_slew.worst_pin.slew_ns": 0.7281,
  "htree_num_levels": 1
}
flip-flops by register name, summed over array words and instances (netlist names):
signal,flops
finish,1
cnt,26
metrics by stage:
stage	util, %	hold slack, ns	instances	area (sq um)	total power [uW]
2_1_floorplan	-	0.4306	147	1341	414.4
3_3_place_gp	25.57	0.4643	216	1443	424.9
3_5_place_dp	25.57	0.4686	216	1443	424.7
4_1_cts	26.37	0.4909	220	1488	645.2
5_1_grt	26.37	0.5199	220	1488	660.8
6_report	26.37	0.4867	220	1488	633.6
per-layer routing:
layer / share of wire, % / wire length (um) / vias to the layer above
met5: 0 / 0 / -
met4: 0.81 / 23 / 0
met3: 2.8 / 79 / 2
met2: 43 / 1230 / 14
met1: 53 / 1505 / 522
li1: - / - / 586
worst paths after layout:
path             end  slack (ns)
max          cnt[17]        0.67
min           finish        0.49
max reg2reg  cnt[17]        0.67
min reg2reg   finish        0.49
report_power, final:
part	internal, uW	switching [uW]
clock network	102	117
registers	388	3.01
logic	8.31	16.0
cell usage in the layout, fill, tap and decap left out:
cell / synthesis / layout
dfxtp_1: 27 / 27
nor4_1: 19 / 19
a2111oi_0: 8 / 8
nand2_1: 8 / 8
xor2_1: 8 / 8
nand3_1: 7 / 7
nand4_1: 7 / 7
xnor2_1: 6 / 6
o31ai_1: 5 / 5
or4_1: 5 / 5
inv_1: 4 / 4
nor3_1: 4 / 4
o21ai_0: 3 / 3
clkbuf_8: 0 / 3
buf_4: 0 / 3
nor4b_1: 2 / 2
and2_1: 2 / 2
and4b_1: 2 / 2
nor2_1: 2 / 2
or2_2: 2 / 2
and4_1: 2 / 2
or3_1: 2 / 2
conb_1: 1 / 2
clkdlybuf4s50_1: 0 / 2
nand4bb_1: 1 / 1
a211o_1: 1 / 1
a31oi_2: 0 / 1
and4_2: 1 / 1
nand3_2: 1 / 1
and3_1: 1 / 1
o41ai_1: 1 / 1
or4b_1: 1 / 1
a2111oi_1: 1 / 1
or3_2: 1 / 1
o31a_1: 1 / 1
ha_1: 1 / 1
clkbuf_1: 7 / 1
area by class of cell:
type	count	area share [%]
Multi-Input combinational cell	108	50.71
Inverter	4	1.009
Sequential cell	27	36.33
Tap cell	72	6.055
Timing Repair Buffer	5	2.860
Clock buffer	4	3.028
cells by family (layout without fill, tap and decap cells):
group / count (synthesis) / count (layout)
and+or+nand+nor: 70 / 70
DFF: 27 / 27
AOI/OAI and AO/OA: 21 / 21
xor gates and xnor gates: 14 / 14
buffers and inverters: 12 / 13
adders and majority gates: 1 / 1
other: 1 / 2
worst reg2reg max path, cell delays in order, from the launching register on:
cell and delay (ns):
dfxtp_1 0.42, nand4_1 0.20, or3_1 0.51, or4b_1 0.51
a2111oi_1 0.38
No activity file was given, so power comes from the tool's default toggle rates.
